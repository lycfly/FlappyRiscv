## design/flow/config.mk

```make
export PLATFORM = sky130hd
export DESIGN_NAME = IntAlu
export DESIGN_NICKNAME = IntAlu
export VERILOG_FILES = /design/flow/design.v
export SDC_FILE = /design/flow/constraint.sdc
export NUM_CORES = 4
export LEC_CHECK = 1
export CORE_UTILIZATION = 50
```

## design/flow/run.sh

```bash
#!/bin/bash
# OpenROAD 26Q1-2900-gdf79404cd8, Yosys 0.63+post, stock flow scripts
make -C /OpenROAD-flow-scripts/flow DESIGN_CONFIG=/design/flow/config.mk WORK_HOME=/design/flow/orfs finish
```

## design/flow/design.v

```verilog
`timescale 1ns/1ps
module IntAlu (
  input               io_fu_if_valid,
  output              io_fu_if_ready,
  input      [2:0]    io_fu_if_payload_fu,
  input      [5:0]    io_fu_if_payload_op,
  input      [31:0]   io_fu_if_payload_rs1,
  input      [31:0]   io_fu_if_payload_rs2,
  input      [5:0]    io_fu_if_payload_rd_index,
  output              io_result_valid,
  input               io_result_ready,
  output reg [31:0]   io_result_payload
);
  localparam ALU = 3'd0;
  localparam MUL = 3'd1;
  localparam LSU = 3'd2;
  localparam BRU = 3'd3;
  localparam CSR = 3'd4;
  localparam BIT_1 = 3'd5;
  localparam IDLE = 6'd0;
  localparam ADD = 6'd1;
  localparam SUB = 6'd2;
  localparam SLT = 6'd3;
  localparam SLTU = 6'd4;
  localparam AND_1 = 6'd5;
  localparam OR_1 = 6'd6;
  localparam XOR_1 = 6'd7;
  localparam SLL_1 = 6'd8;
  localparam SRL_1 = 6'd9;
  localparam SRA_1 = 6'd10;
  localparam LOAD = 6'd11;
  localparam LOADU = 6'd12;
  localparam STORE = 6'd13;
  localparam JAL = 6'd14;
  localparam JALR = 6'd15;
  localparam BEQ = 6'd16;
  localparam BNE = 6'd17;
  localparam BLT = 6'd18;
  localparam BGE = 6'd19;
  localparam BLTU = 6'd20;
  localparam BGEU = 6'd21;
  localparam MUL = 6'd22;
  localparam MULH = 6'd23;
  localparam MULHSU = 6'd24;
  localparam MULHU = 6'd25;
  localparam DIV = 6'd26;
  localparam DIVU = 6'd27;
  localparam REM_1 = 6'd28;
  localparam REMU = 6'd29;
  localparam CSRRW = 6'd30;
  localparam CSRRS = 6'd31;
  localparam CSRRC = 6'd32;
  localparam CSRRWI = 6'd33;
  localparam CSRRSI = 6'd34;
  localparam CSRRCI = 6'd35;
  wire       [0:0]    tmp_io_result_payload;
  wire       [31:0]   src1;
  wire       [31:0]   src2;
  reg                 is_minus_flag;
  wire       [31:0]   src2_neg;
  wire       [31:0]   add_pinB;
  wire       [32:0]   add_result;
  assign tmp_io_result_payload = add_result[32];
  assign io_fu_if_ready = io_result_ready;
  assign src1 = io_fu_if_payload_rs1;
  assign src2 = io_fu_if_payload_rs2;
  assign io_result_valid = io_fu_if_valid;
  always @(*) begin
    io_result_payload = 32'h00000000;
    case(io_fu_if_payload_op)
      CSRRW : begin
        io_result_payload = add_result[31 : 0];
      end
      SUB : begin
        io_result_payload = add_result[31 : 0];
      end
      SLT, SLTU : begin
        io_result_payload = {31'd0, tmp_io_result_payload};
      end
      XOR_1 : begin
        io_result_payload = (src1 ^ src2);
      end
      OR_1 : begin
        io_result_payload = (src1 | src2);
      end
      AND_1 : begin
        io_result_payload = (src1 & src2);
      end
      default : begin
      end
    endcase
  end
  assign src2_neg = ((~ src2) + 32'h00000001);
  assign add_pinB = (is_minus_flag ? src2_neg : src2);
  assign add_result = ({1'b0,src1} + {1'b0,add_pinB});
  always @(*) begin
    is_minus_flag = 1'b0;
    case(io_fu_if_payload_op)
      CSRRW : begin
        is_minus_flag = 1'b0;
      end
      SUB : begin
        is_minus_flag = 1'b1;
      end
      SLT, SLTU : begin
        is_minus_flag = 1'b1;
      end
      default : begin
      end
    endcase
  end
endmodule
```

## design/flow/constraint.sdc

```tcl
current_design IntAlu

set clk_period 12.6
set clk_io_pct 0.2

create_clock -name clk0 -period $clk_period

set non_clock_inputs [all_inputs -no_clocks]
set_input_delay [expr $clk_period * $clk_io_pct] -clock clk0 $non_clock_inputs
set_output_delay [expr $clk_period * $clk_io_pct] -clock clk0 [all_outputs]
```

==> qor_table.md <==
| Step | Metric | This run |
|---|---|---|
| final timing | Tmin final | 10.07 ns |
| logic synthesis | Per-instance average area after synthesis | 6.93 um2 |
| worst setup path | Largest incremental delay on the critical path | 0.67 ns |
| floorplanning | Number of ports placed on the die boundary | 115 |
| final timing | Worst slew margin relative to its limit | 0.477 |
| run | Stage-log warning count | 74 |
| pwr | Cell Int Power | 0.0977 mW |
| route | Inserted Diodes | 0 |
| final timing | RSZ-0062 raised after global routing | no |
| logic synthesis | Post-Syn Area | 0.00434 mm2 |
| finish | Most common logic cells in the final layout | clkdlybuf4s50_1 (102), ha_1 (96), inv_1 (69), a21oi_1 (69), nor2_1 (57) |
| logic synthesis | Yosys-reported design area after synthesis | 0.00434 mm2 |
| placement | Number of port buffers | 102 |
| logic synthesis | Yosys synthesis warning count | 1 |
| pwr | Power after layout | 0.206 mW |
| logic synthesis | Count of mapped cells out of synthesis | 626 |
| worst setup path | Worst path arrival time | 7.55 ns |
| logic synthesis | Part of the Yosys area used for sequential elements | 0 |
| route | Vias per inst | 5.71 |
| finish | Flip-flop and latch count | 0 |
| worst setup path | Endpoint class of the critical path | output pin |
| logic synthesis | Yosys cell count | 626 |
| clocking | Number of hold-repair buffers added at the cts stage | 0 |
| pwr | LEAKAGE | 2.47 nW |
| grt | Met3 demand-to-capacity share in global routing | 0.00973 |
| finish | Signed area change from the synthesized netlist to the final layout | 24.1% |
| outcome | Run status | complete, no violations |
| logic synthesis | Yosys xor share | 0.113 |
| logic synthesis | Synth Area in Adders | 0.282 |
| finish | Storage cell area | 0 um2 |
| grt | Remaining Overflow, GRT | 0 |
| floorplanning | Total number of placement rows | 33 |
| placement | Final RePlAce weighted congestion | 0.967 |
| placement | Post-DP HPWL | 9650 um |
| grt | Wire length of the first global-routing pass | 19500 um |
| pwr | Sequential share of power | 0 |
| placement | Pre-CTS setup slack | 2.48 ns |
| final timing | Total of endpoints with negative setup slack in the final report | 0 |
| worst setup path | Required time worst endpoint | 10.08 ns |
| worst setup path | Count of buffering cells on the critical path with inverters included | 4 |
| route | Via count | 4573 |
| worst setup path | Max Fanout on Critical Path | 35 |
| final timing | TNS Setup | 0 ns |
| pwr | Largest vdd supply drop | 0.0232 mV |
| pwr | P per Cell Area | 38.2 mW/mm2 |
| grt | Combined global-route utilization of all metal layers | 0.273 |
| hold path | Worst min-delay path class | in -> out |
| logic synthesis | Main combinational cell family by area after synthesis | adder cells |
| logic synthesis | Area fraction in and, or, nand and nor cells | 0.151 |
| grt | Busiest metal layer after global routing | met2 |
| logic synthesis | Distinct cells, synth | 52 |
| clocking | Cts repair resizes | 0 |
| floorplanning | Initial core utilization | 0.523 |
| grt | Global routing usage on met1 | 0.372 |
| floorplanning | Total core area | 0.00830 mm2 |
| final timing | Fin. max-slew vios | 0 |
| grt | Number of antenna violations at the first check in global routing | 0 |
| floorplanning | DIE AREA | 0.00905 mm2 |
| route | Post-detailed-route DRC marker count | 0 |
| pwr | Switch share | 0.525 |
| final timing | Slew of the pin with the lowest slew margin | 0.785 ns |
| floorplanning | Height of the die | 95.1 um |
| grt | Via count of the first global-routing pass | 4121 |
| run | # Max-Cap Violations | 0 |
| worst setup path | Type of the worst setup path | in -> out |
| worst setup path | Startpoint Class | input pin |
| worst setup path | Crit-path slowest cell | and2_1 |
| logic synthesis | AND-OR/OR-AND share of the synthesized area | 0.279 |
| worst setup path | Cell family with most CP delay | AND-OR/OR-AND gates |
| final timing | Final count of hold timing violations | 0 |
| pwr | Sw Pwr | 0.108 mW |
| floorplanning | Overall die width | 95.1 um |
| route | Violation count after the first detailed-route iteration | 207 |
| clocking | Number of buffers added for setup after CTS | 0 |
| final timing | Achievable Freq | 99.3 MHz |
| worst setup path | Instance count on the critical path | 17 |
| final timing | Worst hold slack | 5.04 ns |
| grt | Largest net degree at the start of global routing | 36 |
| final timing | Min setup slack post-route | 2.53 ns |
| final timing | Share of the clock period used by the worst path after layout | 0.800 |
| route | Wire per inst | 15.3 um |
| finish | Proportion of layout cells with a drive suffix above 1 | 0.0647 |
| finish | Highest-count logic cell in the final layout | clkdlybuf4s50_1 |
| pwr | Proportion of power drawn by combinational gates | 1.000 |
| finish | Total of clock buffers placed in the layout | 0 |
| grt | Met2 Resource Use GR | 0.496 |
| pwr | Share of total power in the clock network | 0 |
| worst setup path | Cell breakdown of the critical path | clkdlybuf4s50_1 -> buf_4 -> inv_1 -> o21ai_0 -> and2_1 -> o41ai_1 -> xnor2_1 -> ha_1 -> a2111oi_0 -> o21ai_0 -> nand2_1 -> o31ai_1 -> a31oi_1 -> o31ai_1 -> nor4b_1 -> or3_1 -> clkdlybuf4s50_1 |
| route | Detailed-route wire length | 12200 um |
| logic synthesis | Mux share of post-synthesis cell area | 0.0805 |
| finish | Finished Core Util | 0.649 |
| route | Antenna violation net count after detailed routing | 0 |
| route | Number of iterations in the first detailed-routing pass | 4 |
| hold path | Cells on Worst Hold Path | 0 |
[final timing paths]
check / slack [ns] / startpoint / endpoint
max: 2.53 / io_fu_if_payload_op[1] / io_result_payload[27]
min: 5.04 / io_result_ready / io_fu_if_ready
[cell type report]
cell class / instances / area [um2]
Fill cell: 780 / 2910
Multi-Input combinational cell: 519 / 3930
Tap cell: 105 / 131
Timing Repair Buffer: 108 / 1070
Inverter: 69 / 259
[synth_stat cells, types with 2 or more instances]
cell type	number	area, um2
buf_1	2	7.51
a21oi_1	69	345
or3_1	2	12.5
nand4_1	11	68.8
xor2_1	13	114
and2_1	3	18.8
o211ai_1	4	30.0
inv_1	69	259
o41ai_1	4	35.0
o211a_1	2	20.0
o21a_1	2	15.0
o31a_1	2	17.5
o22ai_1	28	175
xnor2_1	43	377
nand3_1	12	60.1
o31ai_1	5	37.5
nor3_1	7	35.0
buf_4	2	15.0
a31oi_1	10	62.6
clkbuf_1	34	128
mux2_2	31	349
o21bai_1	2	15.0
nand2_1	34	128
a211oi_1	7	52.6
nor2b_1	2	12.5
o21ai_0	35	175
ha_1	96	1200
a21o_1	15	113
nor2_1	57	214
[per-layer routing]
| layer | part of all wire | wire (um) |
|---|---|---|
| met2 | 0.49 | 5970 |
| met1 | 0.45 | 5530 |
| met3 | 0.053 | 644 |
| met4 | 0.0061 | 74 |
| met5 | 0 | 0 |
[logic make-up (layout without fill, tap and decap cells)]
kind of cell,count (synthesis),in the layout
AND-OR/OR-AND,197,197
XOR/XNOR,56,56
adder cells (fa/ha/maj),97,97
buffers and inverters,107,177
multiplexers,31,31
AND/OR/NAND/NOR,138,138
[per-stage QoR]
| step | instance area, um2 | instances |
|---|---|---|
| after floorplan | 4340 | 626 |
| after global placement | 5390 | 801 |
| after detailed placement | 5390 | 801 |
| after CTS | 5390 | 801 |
| after global routing | 5390 | 801 |
| final | 5390 | 801 |
[power groups by stage]
stage	Combinational, mW	Sequential, mW	Clock [mW]
4_1_cts	0.207	0	0
6_report	0.206	0	0
5_1_grt	0.230	0	0
Power is estimated from default activity; no workload was simulated.
